==> ./design.v <==
module ADC_AD7985_Control #(parameter DATA_WIDTH = 16)
(
	input clk, 
	input reset_n,
	input iRunStart,  
	input SDO,     
	output TURBIO, 
	output reg CNV,    
	output SCK,     
	output reg [15:0] Dataout,
	output reg Dataout_en
);
assign TURBIO = 1'b0; 
reg [4:0] sdo_cnt;
reg [5:0] cnt;
reg SCK_en;
assign SCK = ~clk & SCK_en;    
localparam Tconv = 6'd3;
localparam Tcompensation = 6'd4;
localparam [1:0] T_CONVERSION = 2'b00,
					  T_ACQUISION  = 2'b01,
					  T_COMPENSATION = 2'b10;
reg [1:0] State;
always @ (posedge clk , negedge reset_n) begin
	if(~reset_n) begin
		Dataout <= 16'b0;
		Dataout_en <= 1'b0;
		CNV <= 1'b1;
		sdo_cnt <= 5'b0;
		cnt <= 6'b0;
    SCK_en <= 1'b0;
		State <= T_CONVERSION;
	end
	else begin
		case(State)
			T_CONVERSION:begin  
				if(!iRunStart)
					State <= T_CONVERSION;
				else if(cnt < Tconv) begin
					cnt <= cnt + 1'b1;
					State <= T_CONVERSION;
				end
				else begin
					cnt <= 6'd0;
					CNV <= 1'b0;
          SCK_en <= 1'b1;
					State <= T_ACQUISION;
				end
			end
			T_ACQUISION:begin  
        Dataout[DATA_WIDTH - 1 - sdo_cnt] <= SDO; 
				if(sdo_cnt < DATA_WIDTH-1) begin
          sdo_cnt <= sdo_cnt + 1'b1;							
					State <= T_ACQUISION;
				end
				else begin
					sdo_cnt <= 5'b0;
          SCK_en <= 1'b0;
					Dataout_en <= 1'b1;
					State <= T_COMPENSATION;
				end
			end
			T_COMPENSATION:begin  
				Dataout_en <= 1'b0;
				if(cnt < Tcompensation) begin
					cnt <= cnt + 1'b1;
					State <= T_COMPENSATION;
				end
				else begin
					cnt <= 6'd0;
					CNV <= 1'b1;	
					State <= T_CONVERSION;
				end
			end
			default:State <= T_CONVERSION;
		endcase
	end
end
endmodule
==> ./run.sh <==
#!/bin/bash
# OpenROAD 26Q1-2900-gdf79404cd8, Yosys 0.63+post, stock flow scripts
make -C /OpenROAD-flow-scripts/flow DESIGN_CONFIG=/design/flow/config.mk WORK_HOME=/design/flow/orfs finish
==> ./config.mk <==
export PLATFORM = sky130hd
export DESIGN_NAME = ADC_AD7985_Control
export DESIGN_NICKNAME = ADC_AD7985_Control
export VERILOG_FILES = /design/flow/design.v
export SDC_FILE = /design/flow/constraint.sdc
export NUM_CORES = 4
export LEC_CHECK = 1
export CORE_AREA = 10 10 114 114
export DIE_AREA = 0 0 124 124
==> ./constraint.sdc <==
current_design ADC_AD7985_Control

set clk_period 2.2
set clk_io_pct 0.2

create_clock -name clk0 -period $clk_period [get_ports {clk}]

set non_clock_inputs [all_inputs -no_clocks]
set_input_delay [expr $clk_period * $clk_io_pct] -clock clk0 $non_clock_inputs
set_output_delay [expr $clk_period * $clk_io_pct] -clock clk0 [all_outputs]
==> results.toml <==
# physical design summary
[placed_design]
dpl.hpwl_um = 3040
port_buffers = 22
dp_slack_ns = -0.181
dp_cells = 330
place.gp.congestion = 0.858

[yosys]
synthArstFlopShare = 1.00
yosys_register_bits = 33
edf_count = 0
top_cell_area_share = 0.427
top_cell = "dfrtp_1"
yosys-stat-cells = 167
synth_seq_share = 0.456
yosys_warnings = 1
synthTopCellsByArea = "dfrtp_1, mux2_2, ha_1, nor3_1, mux2_1"
ff_type = "dfrtp_1"
ys_top_cells_by_count = "dfrtp_1, nor3_1, mux2_2, nand2_1"
synth_cell_types = 44
syn_avg_cell_area_um2 = 10.9
syn_inst = 167
top_area_cell = "dfrtp_1"
syn-cell-area_um2 = 1820
ys_area_um2 = 1820

[timing]
drv_slew = 0
finalSetupViolCount = 15
max-slew-margin-rel = 0.601
rsz0062_at_grt = "yes"
finalSetupTns_ns = -0.711
min_period_over_period = 1.04
fin_skew_ns = 0.00458
hold_viol = 0
tightest_slew_ns = 0.582
min_period_ns = 2.28
fin_ws_ns = -0.0820
fmax_ghz = 0.438

[finish]
fillers = 1075
regArea_um2 = 828
syn_to_final_growth_pct = 46.5
layout.cells.non_filler = 347
drive_gt1_frac = 0.355
logic_area_um2 = 1130

[power]
p_leak_nw = 1.09
vdd_drop_max_uv = 562
p_per_area_nw_per_um2 = 1410

[grt]
antenna_found_initial = 0
grt_usage = 0.0544
overflow = 0
grt_pass1_wl_um = 6910
grt_pass1_vias = 1428
grt_max_degree = 34

[worst_setup_path]
endpoint_kind = "flop"
worstPathCellList = "nand3_4 -> nand3b_1 -> inv_2 -> ha_4 -> and4bb_2 -> nand4_1 -> nor3_2 -> mux2_4"
worstPathArrival_ns = 2.55
startpoint_type = "flop"
path_class = "reg2reg"
max_stage_delay_ns = 0.43
cp_slowest_cell = "dfrtp_1"
cp_max_fo = 4
required_ns = 2.47

[die]
fp.dieW_um = 124
ios = 24
fp_util = 0.174
core_area_um2 = 10400
row_count = 37
die-area_um2 = 15400
die_h_um = 124

[detailed_routing]
drcViolationCount = 0
antenna_cells = 0
wirelength_um = 4180
num_vias = 1405
routedWlPerCell_um = 12.1
antenna_left = 0
routed_via_density = 4.05
drtPass1Iterations = 6
first_iter_violations = 147

[outcome]
violations = "setup timing"
status = "finished with violations"

[clocking]
cts_tree = "done"
worstSkewPairLatency_ns = 0.38
path_clk_slew_ns = 0.07

[job]
tool_warnings = 31
max_cap_viol_count = 0

[worst_hold_path]
hp-class = "in2async"
==> per-stage QoR <==
step	utilization	instance area (um2)	total power, mW	hold WS (ns)
after floorplan	-	1870	2.10	0.144
after global placement	0.223	2320	2.82	0.468
after detailed placement	0.223	2320	2.85	0.481
after CTS	0.250	2600	3.71	0.491
after global routing	0.255	2660	4.05	0.505
final	0.255	2660	3.76	0.472
==> cell usage in the layout, fill, tap and decap left out, types with 3 or more instances in the layout <==
master	count
a21oi_1	4
and2_1	3
buf_4	16
clkbuf_1	3
clkbuf_8	8
clkdlybuf4s50_1	21
dfrtp_1	31
ha_4	5
inv_1	4
mux2_1	5
mux2_2	8
mux2_4	3
nand2_1	7
nand2b_1	3
nand3_1	6
nand4_1	8
nor2_1	5
nor2b_1	3
nor3_2	5
nor3_4	6
o21ai_0	8
==> sequential cells by signal, summed over array words and instances, names as in the netlist <==
signal	cells
State	3
sdo_cnt	5
cnt	6
Dataout	16
Dataout_en	1
CNV	1
SCK_en	1
==> per-layer routing <==
metal	wire, um	global-route usage	part of all wire	vias to the layer above
li1	-	-	-	694
met1	1860	0.0712	0.45	679
met2	1980	0.0834	0.47	24
met3	231	0.0188	0.055	8
met4	113	0.0173	0.027	0
met5	0	0	0	-
==> critical path, delay by kind of cell (launching register included) <==
family | cells | cell delay [ns]
buf+inv | 1 | 0.10
flops | 1 | 0.43
mux | 1 | 0.32
simple gates | 5 | 1.11
fa+ha+maj | 1 | 0.20
==> path summary, 6_finish.rpt <==
path,start,to,slack (ns),cells past startpoint
max in group asynchronous,reset_n,CNV,1.38,2
max,sdo_cnt[0],Dataout[12],-0.08,8
min,reset_n,Dataout[10],0.47,2
max reg2reg,sdo_cnt[0],Dataout[12],-0.08,8
min reg2reg,Dataout[10],Dataout[10],0.49,1
min in group clk0,Dataout[10],Dataout[10],0.49,1
==> cell families after synthesis <==
kind of cell | count (synthesis) | share of synthesized area
AND/OR/NAND/NOR | 66 | 0.225
AND-OR/OR-AND | 22 | 0.0765
other | 1 | 0.00206
flip-flops | 33 | 0.456
XOR/XNOR | 4 | 0.0400
adder cells (fa/ha/maj) | 8 | 0.0551
buffers and inverters | 15 | 0.0358
multiplexers | 18 | 0.110
==> cell type report <==
cell class	count	area share
Clock buffer	12	0.0489
Inverter	7	0.0103
Multi-Input combinational cell	119	0.425
Sequential cell	33	0.311
Tap cell	136	0.0639
Timing Repair Buffer	40	0.140
==> repair_timing <==
item                                    CTS  global route
endpoints found under the hold margin     0             0
setup buffers                             6             0
gates resized                            27            11
hold buffers                              0             0
pin swaps                                13             8
endpoints found under the setup margin   17            16
==> where the power goes <==
| part | leakage [nW] | switching, mW | internal, mW | total (mW) |
|---|---|---|---|---|
| registers | 0.395 | 0.188 | 0.860 | 1.05 |
| clock network | 0.0690 | 0.237 | 0.366 | 0.603 |
| logic | 0.627 | 1.02 | 1.10 | 2.11 |
Power is estimated from default activity; no workload was simulated.
